==> flow/design.v <==
`timescale 1ns/1ns
module ClockDivider
    #( parameter times = 50_000_000)
    (CLK, ck);
    input CLK;
    output reg ck;
    reg [31:0]cnt = 0;
    initial begin
        cnt<=0;
        ck <=0;
    end
    always @(posedge CLK) begin
        cnt <= cnt + 1;
        if(cnt>=times) 
            begin
                cnt <= 0;
                ck <= ~ck;
            end
    end
endmodule
`timescale 1ns/1ns
module _7SegDecoder(floor,countdown, clk, ck, seg, an, up, down);  
    input [3:0] floor;
    input [2:0] countdown;
    input ck,clk;
    input [7:0] up,down;
    output reg [7:0] seg;
    output reg [7:0] an;
    reg [3:0] num;
    reg [2:0] cnt = 0;
    reg [3:0] btnstatus;
    always @(posedge ck)
        cnt <= cnt + 1;
    always @(*)
        case(cnt)
        0: begin num = floor; an = 8'b1111_1110; btnstatus = 4'b0000;end
        2: begin num = countdown; an = 8'b1111_1011; btnstatus = 4'b0000;end
        4: begin 
            num = 10;
            btnstatus[0] = down[0]?1 : 0;   btnstatus[1] = up[0]?1 : 0;
            btnstatus[2] = down[1]?1 : 0;   btnstatus[3] = up[1]?1 : 0;
            an = 8'b1110_1111; 
         end
        5: begin
            num = 10; 
            btnstatus[0] = down[2]?1 : 0;   btnstatus[1] = up[2]?1 : 0;
            btnstatus[2] = down[3]?1 : 0;   btnstatus[3] = up[3]?1 : 0;
            an = 8'b1101_1111; 
         end
        6: begin 
            num = 10;
            btnstatus[0] = down[4]?1 : 0;   btnstatus[1] = up[4]?1 : 0;
            btnstatus[2] = down[5]?1 : 0;   btnstatus[3] = up[5]?1 : 0;
            an = 8'b1011_1111; 
         end
        7: begin 
            num = 10;
            btnstatus[0] = down[6]?1 : 0;   btnstatus[1] = up[6]?1 : 0;
            btnstatus[2] = down[7]?1 : 0;   btnstatus[3] = up[7]?1 : 0;
            an = 8'b0111_1111; 
         end
        default begin
            num = 10;
            an = 8'b1111_1111;
            btnstatus = 4'b0000;
        end
    endcase
    always @*begin
        if (num==0)     seg <= 8'b11000000;
        else if(num==1) seg <= 8'b11111001; 
        else if(num==2) seg <= 8'b10100100;
        else if(num==3) seg <= 8'b10110000;
        else if(num==4) seg <= 8'b10011001;
        else if(num==5) seg <= 8'b10010010;
        else if(num==6) seg <= 8'b10000010;
        else if(num==7) seg <= 8'b11111000;
        else if(num==8) seg <= 8'b10000000;
        else if(num==9) seg <= 8'b10010000;
        else begin
            seg[2] <= btnstatus[0]?0:1;
            seg[1] <= btnstatus[1]?0:1;
            seg[4] <= btnstatus[2]?0:1;
            seg[5] <= btnstatus[3]?0:1;
            seg[0] <= 1;    seg[3] <= 1;
            seg[6] <= 1;    seg[7] <= 1;
        end
    end
endmodule  
module Display(floor, floor_btn, countdown, iclk, sclk, clk, status, 
                led, seg, an ,up, down);
    input [2:0] countdown;          	 
    input [7:0] floor_btn, up, down;	 
    input [2:0] floor;              	 
    input [3:0] status;					 
    input iclk,sclk,clk;				 
    output [15:0] led;
    output [7:0] seg;
    output [7:0] an;
    wire [3:0] floornum;
    wire [7:0] dseg,dan;
    wire flash_clk;
    assign floornum = floor + 1;
    ClockDivider #(10_000_000) flash_clock(clk,flash_clk);
    assign led[11:8] = status;
    assign led[15] = (status==7) ? 1 :(status==6? flash_clk:0);
    assign led[14] = (status!=7 && status != 6 && status!= 8 && status!= 0)?1:(status==8? flash_clk:0);
    assign led[13] = (status==4 || status == 2)?1:0;
    assign led[12] = (status==3 || status == 5)?1:0;
	assign led[7:0] = floor_btn;
    assign seg = (status==0)? 8'b1111_1111:dseg;
    assign an = (status==0)? 8'b1111_1111:dan;
    _7SegDecoder dis(floornum, countdown, iclk, sclk, dseg ,dan ,up, down);
endmodule
==> flow/run.sh <==
#!/bin/bash
# OpenROAD 26Q1-2900-gdf79404cd8, Yosys 0.63+post, stock flow scripts
make -C /OpenROAD-flow-scripts/flow DESIGN_CONFIG=/design/flow/config.mk WORK_HOME=/design/flow/orfs finish
==> flow/config.mk <==
export PLATFORM = sky130hd
export DESIGN_NAME = Display
export DESIGN_NICKNAME = Display
export VERILOG_FILES = /design/flow/design.v
export SDC_FILE = /design/flow/constraint.sdc
export NUM_CORES = 4
export LEC_CHECK = 1
export CORE_UTILIZATION = 40
==> flow/constraint.sdc <==
current_design Display

set clk_period 3.6
set clk_io_pct 0.2

create_clock -name clk0 -period $clk_period [get_ports {clk}]
create_clock -name clk1 -period $clk_period [get_ports {sclk}]

set non_clock_inputs [all_inputs -no_clocks]
set_input_delay [expr $clk_period * $clk_io_pct] -clock clk0 $non_clock_inputs
set_output_delay [expr $clk_period * $clk_io_pct] -clock clk0 [all_outputs]
==> impl_metrics.env <==
# source this file to load flow results
export IMPL_warnings=32
export IMPL_path_buffers=2
export IMPL_antenna_found_initial=0
export IMPL_numSynthFlops=36
export IMPL_cap_violations=0
export IMPL_drive_above_1_share=0.165
export IMPL_pwr_share_clk=0.519
export IMPL_chip_area_mm2=0.00545
export IMPL_rsz0062_at_grt="no"
export IMPL_grt_util_met3=0.0388
export IMPL_path_clk_slew_ns=0.03
export IMPL_status="completed"
export IMPL_synthFlopType="dfxtp_1"
export IMPL_end_kind="output port"
export IMPL_slew_headroom=0.525
export IMPL_pwr_share_seq=0.422
export IMPL_cts_sinks=36
export IMPL_ant_nets=0
export IMPL_path_cells="clkdlybuf4s50_1 > ha_1 > a221o_1 > a21oi_1 > o221ai_1 > nand2_1 > clkdlybuf4s50_1"
export IMPL_io_buffers=47
export IMPL_setup_viol=0
export IMPL_lay_top_cells="clkdlybuf4s50_1, dfxtp_1, nor2_2"
export IMPL_viasPerCell=4.93
export IMPL_avgSynthCellArea_um2=9.01
export IMPL_crit_slowest_cell="clkdlybuf4s50_1"
export IMPL_worstPathRequired_ns=2.88
export IMPL_grt_usage=0.153
export IMPL_fp_util=0.426
export IMPL_slew_violations=0
export IMPL_powerDensity_mw_per_mm2=352
export IMPL_finalWeightedCongestion=0.846
export IMPL_critical_path_most_common_cell="clkdlybuf4s50_1"
export IMPL_overflow=0
export IMPL_postCtsHoldBufs=0
export IMPL_grt_pass1_wl_um=6420
export IMPL_p_int_mw=0.798
export IMPL_drtPass1Iterations=4
export IMPL_crit_fanout=7
export IMPL_grtUsageMet1=0.212
export IMPL_comb_power_share=0.059
export IMPL_arrival_ns=2.77
export IMPL_area_delta_synth_final_pct=33.1
export IMPL_async_flop_share=0
export IMPL_fillCellCount=436
export IMPL_yosysWarnings=2
export IMPL_tightest_slew_ns=0.712
export IMPL_final_setup_worst_slack_ns=0.108
export IMPL_syn_area_mm2=0.00206
export IMPL_met2_usage=0.240
export IMPL_drc=0
export IMPL_grt_max_degree=26
export IMPL_power_switching_mw=0.169
export IMPL_ir_drop_uv=313
export IMPL_drt_iter0_drc=64
export IMPL_ys_cells=229
export IMPL_slowest_delay_ns=0.52
export IMPL_core_mm2=0.00485
export IMPL_num_rows=25
export IMPL_drt_wl_total_um=4090
export IMPL_die_w_um=73.8
export IMPL_hpwl_um=2970
export IMPL_grt_pass1_vias=1504
export IMPL_place_ws_ns=0.133
export IMPL_critical_path_class="input port to output port"
export IMPL_vias=1732
export IMPL_synth_distinct_cells=56
export IMPL_wire_per_inst_um=11.7
export IMPL_ys_chip_area_mm2=0.00206
export IMPL_start_kind="input port"
export IMPL_fin_tns_setup_ns=0
export IMPL_final_common_cell="clkdlybuf4s50_1"
export IMPL_edf_count=1
export IMPL_n_antenna_cell=0
export IMPL_die_height_um=73.8
export IMPL_synthCells=229
export IMPL_hold_path_class="register to register"
export IMPL_final_hold_viol_count=0
export IMPL_clock_skew_final_ns=0.00371
export IMPL_busiest_layer="met2"
export IMPL_ios=69
export IMPL_crit_family="buffers and inverters"
export IMPL_p_sw_frac=0.174
export IMPL_cts_tree="done"
export IMPL_yosys_stat_seqShare=0.354
export IMPL_p_leak_nw=1.03
==> routing by layer <==
layer  part of all wire  routed length, um
met1               0.48               1950
met2               0.42               1730
met3              0.076                311
met4              0.025                102
met5                  0                  0
==> sequential cells by signal, summed over array words and instances (netlist names) <==
register / flops
dis.cnt: 3
flash_clock.cnt: 32
flash_clock.ck: 1
==> cell families (layout without fill, tap and decap cells) <==
kind of cell / count (synthesis) / in the layout / synth area share
AND/OR/NAND/NOR: 88 / 88 / 0.253
AND-OR/OR-AND: 42 / 42 / 0.152
adder cells (fa/ha/maj): 8 / 8 / 0.0485
buffers and inverters: 30 / 76 / 0.0904
flip-flops: 36 / 36 / 0.354
XOR/XNOR: 23 / 23 / 0.0976
other: 2 / 11 / 0.00364
==> cell usage after synthesis, types with 2 or more instances <==
cell type	n	share of area
dfxtp_1	35	0.34
nor2_2	19	0.058
buf_4	15	0.055
xor2_1	14	0.059
nand2_1	13	0.024
nor2_1	13	0.024
xnor2_1	9	0.038
ha_1	8	0.049
nand4_1	8	0.024
a21oi_1	7	0.017
inv_1	7	0.013
nand3_1	7	0.017
a22oi_1	4	0.015
a31oi_1	4	0.012
and3_1	4	0.012
or3_1	4	0.012
a22o_1	3	0.013
and2_1	3	0.0091
o21ai_1	3	0.0073
a221oi_1	2	0.0085
and4_1	2	0.0085
buf_2	2	0.0049
buf_6	2	0.011
clkbuf_1	2	0.0036
conb_1	2	0.0036
nand3b_1	2	0.0073
nor3_1	2	0.0049
nor4_2	2	0.012
o21a_1	2	0.0073
o21ai_0	2	0.0049
o221ai_1	2	0.0085
==> final timing paths <==
| kind | from | end | slack (ns) | depth (start not counted) |
|---|---|---|---|---|
| max | floor[1] | seg[1] | 0.11 | 7 |
| min | dis.cnt[0] | dis.cnt[0] | 0.45 | 1 |
| max reg2reg | flash_clock.cnt[22] | flash_clock.ck | 1.36 | 3 |
| min reg2reg | dis.cnt[0] | dis.cnt[0] | 0.45 | 1 |
| max in group clk1 | dis.cnt[1] | dis.cnt[2] | 2.69 | 2 |
| min in group clk0 | flash_clock.cnt[0] | flash_clock.cnt[0] | 0.47 | 1 |
==> power groups by stage <==
stage / clock (mW) / combinational, mW / sequential [mW]
finish: 0.502 / 0.0572 / 0.408
global route: 0.535 / 0.0626 / 0.408
CTS: 0.514 / 0.0575 / 0.408
==> cell type report <==
type | instances | area [um2] | share of cell area
Clock buffer | 9 | 114 | 0.0415
Sequential cell | 36 | 731 | 0.266
Clock inverter | 3 | 65.1 | 0.0237
Inverter | 9 | 33.8 | 0.0123
Multi-Input combinational cell | 172 | 1190 | 0.432
Tap cell | 67 | 83.8 | 0.0305
Timing Repair Buffer | 55 | 533 | 0.194
==> stage by stage <==
step / utilization / std cells / area [um2] / total power, mW / hold slack (ns)
global route: 0.566 / 351 / 2750 / 1.01 / 0.479
detailed placement: 0.528 / 339 / 2560 / 0.474 / 0.439
CTS: 0.565 / 351 / 2740 / 0.980 / 0.452
global placement: 0.528 / 339 / 2560 / 0.474 / 0.435
finish: 0.566 / 351 / 2750 / 0.967 / 0.450
floorplan: - / 238 / 2100 / 0.435 / 0.420
==> worst register-to-register path, stage by stage (launching register included) <==
cell and delay, ns:
dfxtp_1 0.34, or4_4 0.52, o311ai_2 0.31, nand3_2 0.60
==> repair_timing <==
| item | 4_1_cts | 5_1_grt |
|---|---|---|
| buffers inserted | 0 | 0 |
| gates resized | 0 | 2 |
| setup endpoints to repair | 0 | 2 |
Power and IR drop assume default switching activity.
