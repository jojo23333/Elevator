`./run.sh`:
```
#!/bin/bash
# OpenROAD 26Q1-2900-gdf79404cd8, Yosys 0.63+post, stock flow scripts
make -C /OpenROAD-flow-scripts/flow DESIGN_CONFIG=/design/flow/config.mk WORK_HOME=/design/flow/orfs finish
```
`./config.mk`:
```
export PLATFORM = sky130hd
export DESIGN_NAME = InputProcessor
export DESIGN_NICKNAME = InputProcessor
export VERILOG_FILES = /design/flow/design.v
export SDC_FILE = /design/flow/constraint.sdc
export NUM_CORES = 4
export LEC_CHECK = 1
export CORE_AREA = 10 10 109 109
export DIE_AREA = 0 0 119 119
```
`./constraint.sdc`:
```
current_design InputProcessor

set clk_period 1.9
set clk_io_pct 0.2

create_clock -name clk0 -period $clk_period [get_ports {clk}]

set non_clock_inputs [all_inputs -no_clocks]
set_input_delay [expr $clk_period * $clk_io_pct] -clock clk0 $non_clock_inputs
set_output_delay [expr $clk_period * $clk_io_pct] -clock clk0 [all_outputs]
```
`./design.v`:
```
`timescale 1ns/1ns
module InputProcessor(sw, clk, btnc, btnu, btnd, up, down, 
		elevator_btn, floor, status, rst, nextup, nextdown);
    input [7:0] sw; 										 
    input [3:0] status;										 
    input [2:0] floor;										 
    input btnu, btnd ,btnc ,clk, rst, nextup, nextdown;		 
    output reg [7:0] up = 0;								 
    output reg [7:0] down = 0;								 
    output reg [7:0] elevator_btn = 0;						 
    initial begin
        up <= 0;    
        down <= 0;
        elevator_btn <= 0;
    end
    always @(posedge clk) begin
      if(~rst)
        up = 0;
      else if(btnu)
        up = up|sw[7:0];									
	  if(status==7 && ~nextdown)
		up[floor] = 0;
	end
	always @(posedge clk) begin
      if(~rst)
        down = 0;
      else if(btnd)
        down = sw[7:0] | down;
	  if(status==7 && ~nextup)
		down[floor] = 0;
	end
	always @(posedge clk) begin
      if(~rst)
	    elevator_btn = 0;
	  else if(btnc)
		elevator_btn = sw[7:0] | elevator_btn;
      if(status==7)
        elevator_btn[floor] = 0;
	end
endmodule
```
==> out/qor.yml <==
setup_path:
  start_kind: "input port"
  worstPathRequired_ns: 2.06
  arrival_ns: 1.84
  crit_path_max_incr_delay_ns: 0.50
  startpoint: "floor[0]"
  cp_max_fo: 5
  r2r-start: "up[1]$_DFF_P_"
  setup.worst_path.class: "in2reg"
  crit_slowest_cell: "clkdlybuf4s50_1"
  path_cells: "clkdlybuf4s50_1, inv_1, ha_1, nand2b_1, a211o_1, o21a_1"
  endpoint_kind: "register"
sta:
  hold_viol_final: 0
  setup_tns_ns: 0
  max_freq_ghz: 0.5956
  setup_viol: 0
  hold_ws_ns: 0.5255
  relSlewSlack_pct: 72.62
  finalCritPeriodShare_pct: 88.36
  rsz0062_at_grt: "no"
  report.final.slew_viol_count: 0
  skew_ns: 0
  period_needed_ns: 1.679
  worst_pin_slew_ns: 0.4095
finish:
  final_cells: 292
  fillers: 1098
  drive_gt1_share_pct: 8.805
  synthToLayoutAreaGrowth_pct: 68.14
  fin_area_um2: 1717
global_route:
  grt_antenna_before_repair: 0
  grt_pass1_wl_um: 5899
  grt_pass1_vias: 1085
  grt-ovfl-total: 0
  track_usage_pct: 5.237
  grt_max_degree: 19
place:
  dp_cells: 289
  placed_area_um2: 1675
  port_buffers: 45
  gp_congestion: 0.8166
  dp_hpwl_um: 3021
synthesis:
  ys_seq_share_pct: 47.06
  synth-seq-cells: 24
  yosysChipArea_um2: 1021
  top_cells_by_area: "dfxtp_1 (47%), a21oi_1 (12%), a311oi_1 (10%)"
  avgSynthCellArea_um2: 9.454
  synthCells: 108
  top_cell_area_share_pct: 47.06
  yosysWarnings: 1
  ys_types: 21
  yosysCellCount: 108
  synth_area_um2: 1021
  largest_area_cell: "dfxtp_1"
clock_network:
  cts_setup_buffers: 0
  cts_tree: "built"
  clk_pin_slew_ns: 0.08
  hold_buffers: 0
  cts_num_sinks: 24
  htree_levels: 1
  cts_root_buf: "clkbuf_8"
  clockBufferDepth: 2
  cts_buffers: 3
  clock_latency_ns: 0.26
  cts_resized: 0
routing:
  drcViolationCount: 0
  firstDrtPassIters: 4
  viasPerCell: 3.490
  wl_um: 3701
  vias: 1019
  drtIter0Drc: 62
  antenna_cells: 0
  ant_nets: 0
  wire_per_inst_um: 12.67
power:
  irDropWorstVdd_v: 0.0002647
  p_leak_nw: 0.5992
  power_density_nw_per_um2: 631.8
floorplanning:
  ioPinCount: 46
  die_w_um: 119
  core_util_floorplan_pct: 10.59
  coreArea_um2: 9639
  num_rows: 36
  die_y_um: 119
  die_area_um2: 14160
min_path:
  hold_start: "elevator_btn[1]$_DFF_P_"
  min_path_type: "reg2reg"
run:
  warnings: 27
  timing.max_cap.violations: 0
run_status:
  status: "finished clean"
[state kept, by name (all words and copies together) (netlist names)]
signal,flops
elevator_btn,8
up,8
down,8
[cell usage after synthesis]
cell / n
nand4b_4: 1
a211o_1: 1
nand3b_1: 1
o21ai_1: 1
nor3b_1: 1
o21a_1: 2
clkbuf_1: 5
ha_1: 3
a211oi_1: 8
a311oi_1: 12
nor4_1: 3
buf_6: 1
nor3_1: 3
nor2_1: 5
dfxtp_1: 24
nand2_1: 3
a21oi_1: 24
a21o_1: 1
inv_1: 4
nand2b_1: 4
and2_4: 1
[worst paths after layout]
path | cells past startpoint | slack (ns) | endpoint
setup reg to reg | 2 | 1.18 | up[1]$_DFF_P_
hold / removal | 2 | 0.53 | elevator_btn[1]$_DFF_P_
hold reg to reg | 2 | 0.53 | elevator_btn[1]$_DFF_P_
setup / recovery | 6 | 0.22 | up[6]$_DFF_P_
[cells by family (layout without fill, tap and decap cells)]
logic type | count (synthesis) | in the layout | share of synthesized area [%]
compound gates | 49 | 49 | 31.50
fa+ha+maj | 3 | 3 | 3.677
buf+inv | 10 | 61 | 4.411
flops | 24 | 24 | 47.06
simple gates | 22 | 22 | 13.36
[layout by cell type (no fill, tap or decap), types with 2 or more instances in the layout]
cell type	count
nor2_1	5
nor3_1	3
clkbuf_8	3
dfxtp_1	24
ha_1	3
nor4_1	3
buf_4	9
nand2_1	3
a211oi_1	8
a311oi_1	12
o21a_1	2
nand2b_1	4
clkdlybuf4s50_1	45
inv_1	4
a21oi_1	24
[report_power, final]
group / total [W] / internal [W] / switching, W
combinational: 0.000237 / 0.000143 / 0.0000938
sequential: 0.000556 / 0.000538 / 0.0000181
clock: 0.000292 / 0.000141 / 0.000150
total: 0.00108 / 0.000822 / 0.000262
[routing by layer]
metal / vias up / track usage, % / routed length, um
met3: 0 / 2.782 / 414
li1: 521 / - / -
met2: 42 / 7.434 / 1456
met4: 0 / 0.1527 / 0
met1: 456 / 7.268 / 1829
met5: - / 0 / 0
[stage by stage]
| step | power (W) | setup slack [ns] | utilization (%) |
|---|---|---|---|
| after floorplan | 0.0006452 | 0.5348 | - |
| after global placement | 0.0008070 | -0.04271 | 17.38 |
| after detailed placement | 0.0008077 | -0.05189 | 17.38 |
| after CTS | 0.001095 | 0.2226 | 17.81 |
| after global routing | 0.001146 | 0.1418 | 17.81 |
| final | 0.001085 | 0.2211 | 17.81 |
[cell type report]
type	instances	area, um2	share of cell area, %
clock buffer	3	41.29	2.405
tap	133	166.4	9.694
timing repair buffer	54	518.0	30.17
inverter	4	15.01	0.8746
sequential	24	480.5	27.99
multi-input combinational	74	495.5	28.86
[worst max-delay path: cells and delay by family]
| family | cells | cell delay, ns |
|---|---|---|
| buf+inv | 2 | 0.55 |
| fa+ha+maj | 1 | 0.23 |
| compound gates | 2 | 0.48 |
| simple gates | 1 | 0.19 |
Power is estimated from default activity; no workload was simulated.
